<file path="design/flow/design.v">
module Sign_Extension ( dataIn, dataOut );
    input       [15:0]  dataIn;
    output  reg [31:0]  dataOut;
    initial dataOut = 0;
    always @ (dataIn)
    begin
        if ( dataIn[15] )  
            dataOut = { 16'b1111111111111111, dataIn };
        else  
            dataOut = { 16'b0000000000000000, dataIn };
    end
endmodule
module Shifter ( dataIn, rdataOut );
    parameter                   dataWidth = 32;
    input       [dataWidth - 1 : 0] dataIn;
    output  reg [dataWidth - 1 : 0] rdataOut;
    initial rdataOut = 0;
    always @ ( dataIn )
        rdataOut = 4 * dataIn;
endmodule
`timescale 1ns / 1ps
module Control(
    instruction, RegDst, Branch, BranchOrNot, MemRead, MemtoReg, ALUOp, MemWrite, 
    ALUSrc, RegWrite, jump, equal
);
    input       [5:0]   instruction;
    input               equal;    
    output reg          RegDst;
    output reg          Branch; 
    output reg          BranchOrNot;
    output reg          MemRead;
    output reg          MemtoReg;
    output reg  [1:0]   ALUOp;
    output reg          MemWrite;
    output reg          ALUSrc;
    output reg          RegWrite;
    output reg          jump;
    reg                 Branch_Beq;
    reg                 Branch_Bne; 
    initial
    begin
        RegDst = 1; Branch = 0; BranchOrNot = 0; MemRead = 0; MemtoReg = 0; ALUOp = 2'b10;
        MemWrite = 0; ALUSrc = 0; RegWrite = 1; jump = 0; Branch_Beq = 0; Branch_Bne = 0;
    end
    always @(instruction)
    begin 
        case (instruction)
            6'b000000:
            begin
                RegDst = 1; Branch_Beq = 0; Branch_Bne = 0; MemRead = 0; MemtoReg = 0; ALUOp = 2'b10;
                MemWrite = 0; ALUSrc = 0; RegWrite = 1; jump = 0;
            end
            6'b001000:
            begin
                RegDst = 0; Branch_Beq = 0; Branch_Bne = 0; MemRead = 0; MemtoReg = 0; ALUOp = 2'b00;
                MemWrite = 0; ALUSrc = 1; RegWrite = 1; jump = 0;   
            end
            6'b101011:
            begin
                RegDst = 0; Branch_Beq = 0; Branch_Bne = 0; MemRead = 0; MemtoReg = 0; ALUOp = 2'b00;
                MemWrite = 1; ALUSrc = 1; RegWrite = 0; jump = 0;   
            end
            6'b100011:
            begin
                RegDst = 0; Branch_Beq = 0; Branch_Bne = 0; MemRead = 1; MemtoReg = 1; ALUOp = 2'b00;
                MemWrite = 0; ALUSrc = 1; RegWrite = 1; jump = 0;   
            end
            6'b001100:
            begin
                RegDst = 0; Branch_Beq = 0; Branch_Bne = 0; MemRead = 0; MemtoReg = 0; ALUOp = 2'b11;
                MemWrite = 0; ALUSrc = 1; RegWrite = 1; jump = 0;   
            end
            6'b000010:
            begin
                RegDst = 0; Branch_Beq = 0; Branch_Bne = 0; MemRead = 0; MemtoReg = 0; ALUOp = 2'b00;
                MemWrite = 0; ALUSrc = 0; RegWrite = 0; jump = 1;   
            end
            6'b000100:
            begin
                RegDst = 0; Branch_Beq = 1; Branch_Bne = 0; MemRead = 0; MemtoReg = 0; ALUOp = 2'b01;
                MemWrite = 0; ALUSrc = 0; RegWrite = 0; jump = 0;   
            end
            6'b000101:
            begin
                RegDst = 0; Branch_Beq = 0; Branch_Bne = 1; MemRead = 0; MemtoReg = 0; ALUOp = 2'b01;
                MemWrite = 0; ALUSrc = 0; RegWrite = 0; jump = 0;
            end
            default 
            begin
                RegDst = 0; Branch_Beq = 0; Branch_Bne = 0; MemRead = 0; MemtoReg = 0; ALUOp = 2'b00;
                MemWrite = 0; ALUSrc = 0; RegWrite = 0; jump = 0; 
            end
        endcase
    end
    always @ ( Branch_Beq, Branch_Bne, equal )
    begin
        if ( 
            ( Branch_Beq && equal ) ||
            ( Branch_Bne && ~equal )
        )
                BranchOrNot = 1;
        else    BranchOrNot = 0;
        if ( Branch_Beq || Branch_Bne )
                Branch = 1;
        else    Branch = 0;
    end
endmodule  
module Register_File 
( clock, RegWrite, ReadReg1, ReadReg2, WriteReg, WriteData, ReadData1, ReadData2, RegFile_Address, RegOutOutOut );
    input       [4:0]   ReadReg1, ReadReg2, WriteReg, RegFile_Address;
    input       [31:0]  WriteData;
    input               clock, RegWrite;
    output  reg [31:0]  ReadData1, ReadData2;
    output      [31:0]  RegOutOutOut;
    assign  RegOutOutOut = registerMem[RegFile_Address];
    reg         [31:0]  registerMem    [31:0];
    integer             i; 
    initial
    begin
        ReadData1 = 0; ReadData2 = 0;
        for ( i = 0; i < 32; i = i + 1 ) 
            registerMem[i] = 0;  
    end
    always @ ( ReadReg1, ReadReg2, registerMem[ReadReg1], registerMem[ReadReg2] )
    begin
        ReadData1 = registerMem[ReadReg1];
        ReadData2 = registerMem[ReadReg2];
    end
    always @ ( negedge clock )
    begin
        if ( RegWrite )
        begin
            registerMem[WriteReg] = WriteData;
        end
    end
endmodule
module Comparator ( in1, in2, equal );
    input       [31:0]  in1, in2;
    output reg          equal;
    initial equal = 0;
    always @ ( in1, in2 )
        if ( in1 == in2 )   equal = 1;
        else                equal = 0;
endmodule
module IDStage (
    IDJump, IDNonJumpTarget, IFIDFlush, IDJumpTarget, MEMWBRegWrite, IDBranch, 
    IDEXRegWrite, IDEXMemtoReg, IDEXMemRead, IDEXMemWrite, IDEXALUSrc, IDEXALUOp, 
    IDEXRegDst, IDEXReadData1, IDEXReadData2, IDEXRt, IDEXRs, IDEXRd, IDEXImm, 
    IDRtOut, IDRsOut, MEMWBDst, MEMWBWriteData, EXMEMALUResultOut, Hazard, IFIDInstr, 
    IFIDPCPlus4, clock, forward1, forward2, IFPCPlus4Out, RegFile_Address, RegOutOut
);
    input               clock, Hazard, MEMWBRegWrite, forward1, forward2;
    input       [31:0]  MEMWBWriteData, EXMEMALUResultOut, IFIDInstr, IFIDPCPlus4, IFPCPlus4Out;
    input       [4:0]   MEMWBDst, RegFile_Address;
    output  reg         IDEXRegWrite, IDEXMemtoReg, IDEXALUSrc, IDEXMemWrite, IDEXRegDst, 
                        IDEXMemRead;
    output  reg [1:0]   IDEXALUOp;
    output  reg [31:0]  IDEXReadData1, IDEXReadData2;
    output      [31:0]  IDJumpTarget, IDNonJumpTarget, RegOutOut;
    output              IDBranch, IDJump, IFIDFlush;
    output  reg [31:0]  IDEXImm; 
    output  reg [4:0]   IDEXRs, IDEXRt, IDEXRd;
    output      [4:0]   IDRtOut, IDRsOut;
    reg         [4:0]   IDRs, IDRt, IDRd;
    wire                IDRegWrite, IDMemtoReg, IDALUSrc, IDMemWrite, IDRegDst, IDMemRead,
                        Equal, BranchOrNot;
    wire        [1:0]   IDALUOp;
    wire        [31:0]  IDSignedImm, IDReaddata1, IDReaddata2, RFReadData1, RFReadData2,
                        BranchTarget, ImmTimes4, RegOutOutOut;
    wire        [27:0]  PreJump1, PreJump2;
    wire        [5:0]   IDOpcode;
    initial begin
        IDEXRegWrite = 1'b0; IDEXMemtoReg = 1'b0; IDEXALUSrc = 1'b0; IDEXMemWrite = 1'b0; 
        IDEXRegDst = 1'b0; IDEXMemRead = 1'b0; IDEXALUOp = 2'b0; IDEXRs = 5'b0; IDEXRt = 5'b0; 
        IDEXRd = 5'b0; IDEXReadData1 = 32'b0; IDEXReadData2 = 32'b0; IDEXImm = 32'b0;
        IDRs = 5'b0; IDRt = 5'b0; IDRd = 5'b0; 
    end
    assign PreJump1     = { 2'b00, IFIDInstr[25:0] };
    assign IDJumpTarget = { IFIDPCPlus4[31:28], PreJump2 };
    assign IDOpcode     = IFIDInstr[31:26];
    assign IFIDFlush    = BranchOrNot | IDJump;
    assign IDRsOut      = IDRs;
    assign IDRtOut      = IDRt;
    assign RegOutOut    = RegOutOutOut;
    Sign_Extension      ext     (IFIDInstr[15:0], IDSignedImm);
    Shifter # ( 28 )    shftr1  ( PreJump1, PreJump2 );
    Control             cntrl   ( IDOpcode, IDRegDst, IDBranch, BranchOrNot, IDMemRead, IDMemtoReg, 
                                  IDALUOp, IDMemWrite, IDALUSrc, IDRegWrite, IDJump, Equal );
    Register_File       rf      ( clock, MEMWBRegWrite, IDRs, IDRt, MEMWBDst, MEMWBWriteData, RFReadData1, RFReadData2, 
                                RegFile_Address, RegOutOutOut );
    Mux_2_1             mux1    ( RFReadData1, EXMEMALUResultOut, forward1, IDReaddata1 );
    Mux_2_1             mux2    ( RFReadData2, EXMEMALUResultOut, forward2, IDReaddata2 );
    Comparator          cmp     ( IDReaddata1, IDReaddata2, Equal );
    Shifter # ( 32 )    shftr2  ( IDSignedImm, ImmTimes4 );
    ALU_Adder           adder   ( IFIDPCPlus4, ImmTimes4, BranchTarget );
    Mux_2_1             mux3    ( IFPCPlus4Out, BranchTarget, BranchOrNot, IDNonJumpTarget );
    always @ ( IFIDInstr )
    begin
        IDRs = IFIDInstr[25:21];
        IDRt = IFIDInstr[20:16];
        IDRd = IFIDInstr[15:11];
    end
    always @ ( posedge clock )
    begin
        if ( ~Hazard )
        begin
            IDEXRegWrite <= IDRegWrite; IDEXMemtoReg <= IDMemtoReg; IDEXALUSrc <= IDALUSrc;
            IDEXMemWrite <= IDMemWrite; IDEXRegDst <= IDRegDst; IDEXMemRead <= IDMemRead;
            IDEXALUOp <= IDALUOp;
        end
        else  
        begin
            IDEXRegWrite <= 0; IDEXMemtoReg <= 0; IDEXALUSrc <= 0; IDEXMemWrite <= 0; 
            IDEXRegDst <= 0; IDEXMemRead <= 0; IDEXALUOp <= 0;
        end
        IDEXReadData2 = IDReaddata2; IDEXReadData1 = IDReaddata1; IDEXImm = IDSignedImm;
        IDEXRs = IDRs; IDEXRt = IDRt; IDEXRd = IDRd;
    end
endmodule
</file>
<file path="design/flow/run.sh">
#!/bin/bash
# OpenROAD 26Q1-2900-gdf79404cd8, Yosys 0.63+post, stock flow scripts
make -C /OpenROAD-flow-scripts/flow DESIGN_CONFIG=/design/flow/config.mk WORK_HOME=/design/flow/orfs finish
</file>
<file path="design/flow/config.mk">
export PLATFORM = sky130hd
export DESIGN_NAME = Register_File
export DESIGN_NICKNAME = Register_File
export VERILOG_FILES = /design/flow/design.v
export SDC_FILE = /design/flow/constraint.sdc
export NUM_CORES = 4
export LEC_CHECK = 1
export CORE_UTILIZATION = 40
</file>
<file path="design/flow/constraint.sdc">
current_design Register_File

set clk_period 9.9
set clk_io_pct 0.2

create_clock -name clk0 -period $clk_period [get_ports {clock}]

set non_clock_inputs [all_inputs -no_clocks]
set_input_delay [expr $clk_period * $clk_io_pct] -clock clk0 $non_clock_inputs
set_output_delay [expr $clk_period * $clk_io_pct] -clock clk0 [all_outputs]
</file>
==> out/metrics.cfg <==
[grt]
grt_max_degree=85
grt_pass1_wl_um=297000
antenna_found_initial=6
grt_pass1_vias=47600
grt_usage_pct=30.0
grt_overflow=0

[routing]
vias=44800
drt_pass1_iterations=6
drt_iter0_markers=3174
drc=0
ant_nets=0
drt_wl_total_um=208000
viasPerCell=5.87
wire_per_inst_um=27.3

[floorplanning]
fp_util_pct=40.5
dieArea_um2=146000
rows=138
die_h_um=382
io_pins=150
chipWidth_um=382
core_area_um2=142000

[final_timing]
drv_slew=0
hold_viol=0
slew_headroom_pct=44.7
setup-violations-final=0
rsz0062_at_grt=no
tns_ps=0
worst_pin_slew_ps=830

[power]
vdd_drop_max_v=0.000153
cellLeakagePower_nw=30.5
powerDensity_nw_per_um2=178

[clock_tree]
cts_max_path_buffers=3
cts-root-buf=clkbuf_16
clock-sinks=1024
clk_pin_slew_ps=30
htreeDepth=3
cts-buffers-inserted=118
cts_resized=0
holdBufCountCts=0
postCtsSetupRepairBufs=0
cts_tree=yes

[min_path]
hp-class=in2out
holdPathStages=6
hp-start=ReadReg1[1]

[finish]
final_cell_area_um2=69300
drive_gt1_share_pct=7.53
lay_top_cells=1536 x mux2i_1, 1050 x inv_1, 1024 x edfxtp_1, 290 x nand3_1, 289 x nand2_1
largest_register_ffs=1024
lay_top_count=mux2i_1
final_util_pct=48.7
area_growth_pct=20.1

[run_status]
outcome=finished clean

[flow_run]
tool_warnings=1027
cap_viol_max_count=0

[synth]
ys_types=24
ys_seq_share_pct=53.3
ys_chip_area_um2=57700
synth_flop_count=1024
synth_cells=4545
ys_warn_count=1
ys_cells=4545
syn_area_um2=57700
synth.avg_cell_area_um2=12.7

[placement]
place_area_um2=61400
hpwl_um=115000
io_buffers=149
gp_congestion=0.933

[worst_setup_path]
worstPathArrival_ps=7730
crit_path_end_kind=output port
startpoint_type=flop
worstSetupPathType=reg2out
worstPathRequired_ps=7920
startpoint=registerMem[2][7]
crit_fanout=3

-- through the flow --
stage / setup WS, ps / power (W) / cells / hold WS [ps]
after global placement: 643 / 0.00686 / 6384 / 5320
final: 191 / 0.0124 / 7628 / 5330
after floorplan: 536 / 0.00629 / 4545 / 4220
after CTS: 228 / 0.0125 / 7624 / 5320
after detailed placement: 622 / 0.00686 / 6384 / 5330
after global routing: 142 / 0.0131 / 7624 / 5380
-- synth_stat cells, drive strengths merged --
library cell	n	area (um2)
mux2i	1536	15400
edfxtp	1024	30700
nand2	292	1100
nand3	290	1450
a21oi	288	1440
a22oi	288	2160
buf	267	1880
a22o	192	1680
clkbuf	112	443
a31oi	96	601
nor3	96	480
nor2	36	135
nand2b	6	37.5
nor2b	6	37.5
nand3b	5	37.5
and2	3	18.8
or2	3	18.8
or3b	3	26.3
inv	1	3.75
or3	1	6.26
-- routing by layer --
| metal | global-route usage [%] | vias up | wire (um) |
|---|---|---|---|
| li1 | - | 20100 | - |
| met3 | 19.6 | 526 | 30900 |
| met4 | 14.5 | 16 | 9120 |
| met5 | 1.65 | - | 310 |
| met1 | 36.6 | 21300 | 75400 |
| met2 | 41.6 | 2847 | 92700 |
-- layout make-up --
| type | instances | area (um2) |
|---|---|---|
| well taps | 1890 | 2360 |
| fillers | 12200 | 73000 |
| clock inverters | 1120 | 4870 |
| flip-flops and latches | 1024 | 30700 |
| repair buffers | 328 | 3310 |
| diodes | 4 | 10.0 |
| clock buffers | 121 | 3030 |
| multi-input cells | 3141 | 24900 |
-- critical path: stages, from the launching register on --
cell and delay, ps:
edfxtp_1 360, mux2i_1 80, a22o_1 250, nor3_1 520, a31oi_1 130, nand3_1 170
clkdlybuf4s50_1 530
-- power breakdown --
| group | internal [W] | switching (W) | leakage [nW] | total, W |
|---|---|---|---|---|
| combinational | 0.000493 | 0.000832 | 13.8 | 0.00133 |
| sequential | 0.00487 | 0.0000323 | 9.22 | 0.00490 |
| clock | 0.00327 | 0.00287 | 7.50 | 0.00613 |
-- cell families (layout without fill, tap and decap cells) --
logic type	Yosys count	after routing	share of synthesized area, %
muxes	1536	1536	26.7
DFF	1024	1024	53.3
AOI/OAI and AO/OA	864	864	10.2
and+or+nand+nor	741	741	5.80
buffers and inverters	380	1569	4.03
other	0	4	0
-- worst paths after layout --
check,endpoint,slack [ps]
setup / recovery,ReadData2[7],190
hold / removal,ReadData1[20],5330
No activity file was given, so power comes from the tool's default toggle rates.
