==> design.v <==
module Counter_N_bit(
    CE, reset, clock, load, Data_in, count  
);
    parameter N = 9;
    input clock, reset, load, CE;
    input [N-1:0] Data_in;
    output reg [N-1:0] count;
    always @(posedge reset or posedge clock)
    begin
        if (reset == 1)
            count = 0;
        else if (CE == 0)
            count = count;
        else if (load == 1)
            count = Data_in;
        else
            count = count + 1;
    end
endmodule
module clock_divider_500( reset, clock, clock_out );
    input           clock, reset;
    output          clock_out;
    wire    [17:0]  count; 
    wire            load;
    assign          load = count[0]&count[1]&count[2]&count[3]&count[4]&count[5]&count[8]&count[10]&count[11]&count[16]&count[17];
    Counter_N_bit #(18)  
                    Counter(1'b1, reset, clock, load, 18'b0, count);
    assign          clock_out = load;
endmodule
module ring_counter_4( reset, clock, out );
    input               reset, clock;
    output  reg [3:0]   out;
    initial out = 4'b0001;
    always @(posedge clock or posedge reset)
    begin
        if (reset == 1)
            out = 1;
        else
            out = {out[0], out[3:1]};
    end
endmodule
module ssd ( c, SSD_out );
    input   [3:0]   c;
    output  [6:0]  SSD_out;
    assign SSD_out[0] = (~c[3])&(~c[2])&(~c[1])&c[0] | (~c[3])&(c[2])&(~c[1])&(~c[0]) | (c[3])&(c[2])&(~c[1])&(c[0]) | (c[3])&(~c[2])&(c[1])&(c[0]);
    assign SSD_out[1] = (c[2])&(c[1])&(~c[0]) | (c[3])&(c[2])&(c[1]) | (c[3])&(c[1])&(c[0]) | (c[3])&(c[2])&(~c[0]) | (~c[3])&(c[2])&(~c[1])&(c[0]);
    assign SSD_out[2] = (c[3])&(c[2])&(c[1]) | (c[3])&(c[2])&(~c[0]) | (~c[3])&(~c[2])&(c[1])&(~c[0]);
    assign SSD_out[3] = (c[2])&(c[1])&(c[0]) | (~c[3])&(~c[2])&(~c[1])&(c[0]) | (~c[3])&(c[2])&(~c[1])&(~c[0]) | (c[3])&(~c[2])&(c[1])&(~c[0]);
    assign SSD_out[4] = (~c[3])&(c[0]) | (~c[3])&(c[2])&(~c[1]) | (~c[2])&(~c[1])&(c[0]);
    assign SSD_out[5] = (~c[3])&(c[1])&(c[0]) | (~c[3])&(~c[2])&(c[1]) | (~c[3])&(~c[2])&(c[0]) | (c[3])&(c[2])&(~c[1])&(c[0]);
    assign SSD_out[6] = (~c[3])&(~c[2])&(~c[1]) | (~c[3])&(c[2])&(c[1])&(c[0]) | (c[3])&(c[2])&(~c[1])&(~c[0]);
endmodule
module ssd_final ( clock_ssd, ssd_disp, ssd_out_final );
    input               clock_ssd;
    input       [31:0]  ssd_disp;
    output  reg [10:0]  ssd_out_final;
    wire        [6:0]   ssd_out3, ssd_out2, ssd_out1, ssd_out0;  
    wire                reset;
    wire        [3:0]   sel, AN;  
    initial ssd_out_final = 0;
    assign  reset       =   0;
    assign  AN[3]       =   ~sel[3];
    assign  AN[2]       =   ~sel[2];
    assign  AN[1]       =   ~sel[1];
    assign  AN[0]       =   ~sel[0];
    clock_divider_500   divider ( reset, clock_ssd, clock_500   );
    ring_counter_4      ring    ( reset, clock_500, sel         );
    ssd                 ssd3    ( ssd_disp[15:12],  ssd_out3    );
    ssd                 ssd2    ( ssd_disp[11:8],   ssd_out2    );
    ssd                 ssd1    ( ssd_disp[7:4],    ssd_out1    );
    ssd                 ssd0    ( ssd_disp[3:0],    ssd_out0    );
    always @ ( sel, ssd_out0, ssd_out1, ssd_out2, ssd_out3 )
        case ( sel )
            4'b0001:    ssd_out_final = { AN, ssd_out0 };  
            4'b0010:    ssd_out_final = { AN, ssd_out1 };
            4'b0100:    ssd_out_final = { AN, ssd_out2 };
            default:    ssd_out_final = { AN, ssd_out3 };  
        endcase
endmodule
==> run.sh <==
#!/bin/bash
# OpenROAD 26Q1-2900-gdf79404cd8, Yosys 0.63+post, stock flow scripts
make -C /OpenROAD-flow-scripts/flow DESIGN_CONFIG=/design/flow/config.mk WORK_HOME=/design/flow/orfs finish
==> config.mk <==
export PLATFORM = sky130hd
export DESIGN_NAME = ssd_final
export DESIGN_NICKNAME = ssd_final
export VERILOG_FILES = /design/flow/design.v
export SDC_FILE = /design/flow/constraint.sdc
export NUM_CORES = 4
export LEC_CHECK = 1
export CORE_UTILIZATION = 30
==> constraint.sdc <==
current_design ssd_final

set clk_period 2.5
set clk_io_pct 0.2

create_clock -name clk0 -period $clk_period [get_ports {clock_ssd}]

set non_clock_inputs [all_inputs -no_clocks]
set_input_delay [expr $clk_period * $clk_io_pct] -clock clk0 $non_clock_inputs
set_output_delay [expr $clk_period * $clk_io_pct] -clock clk0 [all_outputs]
==> summary.txt <==
Synthesized registers = 22
top cells, area = dfxtp_1 23%, o21ai_0 7.9%, nand2_1 4.1%
flip-flops with a built-in enable = 0
status = completed
CTS tree = done
worst-path fanout max = 6
MaxCap Viol Count = 0
initial antenna violation count = 0
R2R Setup Slk = 0.95 ns
gpl congestion = 0.815
ys async rst share = 0
Tot Pwr = 0.683 mW
CTS Root Cell = clkbuf_8
VDD IR max = 0.293 mV
Mapped Avg Cell Area = 7.48 um^2
crit share post-route = 0.979
Static Leak = 1.03 nW
Crit Path Class = in -> out
post-route minimum period = 2.45 ns
Setup crit end kind = output pin
Core Area = 6030 um^2
vias in the first global route = 1,660
row cnt = 28
# fillers = 583
Mapped Area = 1900 um^2
largest net degree at the start of global routing = 15
first-pass GRT wire length = 7230 um
count of tool warnings = 42
warnings from Yosys = 4
register share after synthesis = 0.232
Clock transition at path regs = 0.06 ns
Yosys Chip Area = 1900 um^2
Die Ht = 81.6 um
die span in x = 81.6 um
Slew headroom = 0.609
TritonCTS buffer count = 3
I/O Pins = 44
setup repair bufs after CTS = 0
Post-DRT Antenna Nets = 0
Worst Hold Margin = 0.438 ns
Worst EP arrival = 1.95 ns
Dominant Register Cell = dfxtp_1
Port Buffers = 27
Worst-Margin Slew = 0.582 ns
Via density = 5.17
Latency at later pin = 0.26 ns
Post-Syn Instances = 254
ratio of cells with drive above 1 in the final layout = 0.264
Routed WL per cell = 12.1 um
Max H-tree Level = 1
crit path launch type = input pin
maximum root-to-sink buffer count = 2
post-DP HPWL = 3310 um
RSZ-0062 raised after global routing = yes
area leader, netlist = dfxtp_1
total grt overflow = 0
Area leader share = 0.232
number of diodes = 0
Layout area overhead = 30.3%
worst min path class = reg -> reg
floorplan core density = 0.315
register pins left without a clock = 4
Yosys top cell by instances = o21ai_0
Cell Pwr Density = 276 nW/um^2
die area = 6660 um^2
Setup Skew = 0.00484 ns
total number of vias = 1,897
initial DRC count = 69
Unique cell types = 53
# DRC = 0
Max Clk Rate = 409 MHz
endpoints left unconstrained = 8
routed wire length = 4450 um
Hold Violations, Final = 0
drt pass-1 iters = 4
Req. time, crit path = 2.00 ns
max-slew violations = 0
# Cells Yosys = 254
synth cell count leaders = 30 x o21ai_0, 22 x dfxtp_1, 21 x nand2_1
# setup viols final = 0
GRT Total Usage = 0.136
[critical path, stage by stage]
cell and delay (ns):
dlygate4sd2_1 0.27, buf_4 0.16, mux2_2 0.27, a32oi_2 0.22, nand4_1 0.12, clkdlybuf4s50_1 0.41
[logic make-up after synthesis]
family / count (synthesis) / synth area share
and+or+nand+nor: 115 / 0.373
adders and majority gates: 2 / 0.0132
xor gates and xnor gates: 12 / 0.0553
muxes: 3 / 0.0165
buffers and inverters: 29 / 0.0678
DFF: 22 / 0.232
AOI/OAI and AO/OA: 71 / 0.243
[routing by layer]
layer / GRT usage / share of wire / up-vias
li1: - / - / 998
met1: 0.201 / 0.50 / 866
met2: 0.223 / 0.45 / 28
met3: 0.0135 / 0.040 / 5
met4: 0.0193 / 0.010 / 0
met5: 0 / 0 / -
[report_power, final]
group	leakage (nW)	internal (mW)	switching (mW)
Combinational	0.825	0.0801	0.0790
Clock	0.0288	0.140	0.0975
Sequential	0.177	0.287	0
[flip-flops by register name, indices dropped and copies added (netlist names)]
name,flops
divider.Counter.count,18
ring.out,4
[layout make-up]
type	instances	area, um^2	area share
multi-input cells	203	1420	0.574
flip-flops and latches	22	440	0.178
repair buffers	53	429	0.173
well taps	75	93.8	0.0379
clock buffers	4	55.1	0.0222
inverters	10	37.5	0.0152
[worst paths after layout]
path,from,to,cells after the start
setup / recovery,ssd_disp[5],ssd_out_final[1],6
hold / removal,divider.Counter.count[0]$_SDFF_PP0_,divider.Counter.count[0]$_SDFF_PP0_,1
setup reg to reg,divider.Counter.count[0]$_SDFF_PP0_,divider.Counter.count[9]$_SDFF_PP0_,6
hold reg to reg,divider.Counter.count[0]$_SDFF_PP0_,divider.Counter.count[0]$_SDFF_PP0_,1
[stage by stage]
stage          cell area, um^2  setup TNS [ns]  cells   util  worst slack, ns
2_1_floorplan             1900               0    254      -            0.713
3_3_place_gp              2370           -1.83    363  0.393           -0.277
3_5_place_dp              2370           -1.84    363  0.393           -0.306
4_1_cts                   2460               0    367  0.408          0.00222
5_1_grt                   2480         -0.0235    367  0.411          -0.0136
6_report                  2480               0    367  0.411           0.0535
[timing repair]
action	4_1_cts	5_1_grt
setup endpoints to repair	7	7
hold buffers	0	0
pin swaps	0	6
hold endpoints to repair	0	0
gates resized	39	31
gates cloned	0	0
[placed cells by master (no fill, tap or decap), types with 4 or more instances in the layout]
cell | Yosys | layout
nand4_1 | 12 | 12
o21ai_0 | 30 | 17
clkdlybuf4s50_1 | 0 | 11
nand3_1 | 13 | 13
nor2_1 | 16 | 16
clkbuf_2 | 0 | 8
nand2b_4 | 0 | 5
nand2_1 | 21 | 21
o211a_1 | 7 | 7
and3_2 | 4 | 4
a21oi_1 | 8 | 5
xor2_1 | 8 | 8
dfxtp_1 | 22 | 22
o21ai_1 | 0 | 12
o31ai_1 | 6 | 6
clkbuf_8 | 0 | 4
xnor2_1 | 4 | 4
a21oi_2 | 1 | 4
inv_1 | 10 | 10
buf_4 | 3 | 24
and2_1 | 4 | 4
dlygate4sd2_1 | 0 | 5
nand2b_1 | 12 | 7
Power and IR drop assume default switching activity.
